### flow/design.v
parameter MIIM_CLK_DIVIDER = 20;
module tx_control(clk, tx_data, tx_data_valid, rst, last_byte, tx_data_o, frm_len, valid_flag, tx_mac_ready, nextByte, empty_buff, rx_frame, nextLen, empty_len_buff);
input clk;
input [7:0] tx_data;
input tx_data_valid;
input rst;
input [15:0] frm_len;
input tx_mac_ready;
input empty_buff;
input rx_frame;
input empty_len_buff;
logic [15:0] pointer;
logic first_iter;
logic finish_flag;
logic proc_flag;
output reg nextByte;
output reg valid_flag;
output reg last_byte;
output reg [7:0] tx_data_o;
output reg nextLen;
typedef enum logic [6:0] {
    s_wait_frame = 7'b0000001,
    s_prepare = 7'b0000010,
    s_prepare2 = 7'b0000100,
    s_send_data = 7'b0001000,
    s_finish_send = 7'b0010000,
    s_finish_send2 = 7'b0100000,
    s_finish_send3 = 7'b1000000
} tx_state;
tx_state state = s_wait_frame;
initial begin
tx_data_o <= 8'h0;
last_byte <= 1'b0;
pointer <= 16'd0;
valid_flag <= 1'b0;
nextByte <= 1'b0;
first_iter <= 1'b1;
finish_flag <= 1'b0;
nextLen <= 1'b1;
proc_flag <= 1'b0;
end
always @(posedge clk or negedge rst)
begin
if(!rst)
	begin
        pointer <= 16'd0;
		last_byte <= 1'b0;
        state <= s_wait_frame;
        finish_flag <= 1'b0;
        nextByte <= 1'b0;
	end
else begin
 case (state)
    (s_finish_send): begin 
                last_byte <= 1;
                tx_data_o <= tx_data;
                nextByte <= 0;
                state <= s_finish_send2;
            end
    (s_finish_send2): begin if (frm_len > 16'd59) begin
                    last_byte <= 0;
                    valid_flag <= 1'b1;
                    nextByte <= 1'b0;
                    state <= s_finish_send3;
               end
               end
    (s_finish_send3): begin if (frm_len > 16'd59) begin
                      pointer <= 16'h0;             
                      tx_data_o <= 16'h0; 
                      last_byte <= 0;
                      valid_flag <= 1'b0;
                      first_iter <= 1'b0;
                      finish_flag <= 1'b1;
                      state <= s_wait_frame;
                        end
                     end
    s_send_data: begin 
                    valid_flag <= 1'b1;
                    if (tx_mac_ready) begin 
                        tx_data_o <= tx_data;
                        nextByte <= 1'b1;
                        pointer <= pointer + 1'h1;
                        last_byte <= 1'b0;
                        valid_flag <= 1'b1;
                        if (pointer == frm_len - 16'h1) begin
                            state <= s_finish_send;
                            tx_data_o <= tx_data;
                            end
                    end else nextByte <= 1'b0;
                end
    s_wait_frame: begin if (!empty_buff && frm_len > 0 && !finish_flag) begin
        if (first_iter) begin
        nextByte <= 1'b1;
        state <= s_prepare;
        end else begin
        state <= s_prepare;
        end
        end
    end
    s_prepare: begin 
       if (first_iter) begin
        nextLen <= 1'b1; 
        state <= s_prepare2;
        end else begin
         nextLen <= 1'b1;
         nextByte <= 1'b1;
         state <= s_prepare2;
        end
       end
   s_prepare2: begin
        tx_data_o <= tx_data;
        pointer <= pointer + 1'h1;
        nextByte <= 1'b0;
        nextLen <= 1'b0;
        state <= s_send_data;
       end
    default: state <= s_wait_frame;
endcase
 if (empty_buff) first_iter <= 1'h1;
 if (!valid_flag && !empty_len_buff) finish_flag <= 1'b0;
end
end
endmodule
### flow/run.sh
#!/bin/bash
# OpenROAD 26Q1-2900-gdf79404cd8, Yosys 0.63+post, stock flow scripts
make -C /OpenROAD-flow-scripts/flow DESIGN_CONFIG=/design/flow/config.mk WORK_HOME=/design/flow/orfs finish
### flow/config.mk
export PLATFORM = sky130hd
export DESIGN_NAME = tx_control
export DESIGN_NICKNAME = tx_control
export VERILOG_FILES = /design/flow/design.v
export SDC_FILE = /design/flow/constraint.sdc
export NUM_CORES = 4
export LEC_CHECK = 1
export CORE_UTILIZATION = 50
### flow/constraint.sdc
current_design tx_control

set clk_period 5.2
set clk_io_pct 0.2

create_clock -name clk0 -period $clk_period [get_ports {clk}]

set non_clock_inputs [all_inputs -no_clocks]
set_input_delay [expr $clk_period * $clk_io_pct] -clock clk0 $non_clock_inputs
set_output_delay [expr $clk_period * $clk_io_pct] -clock clk0 [all_outputs]
==> reports/results.ini <==
[status]
status = completed

[synthesis]
yosys_cells = 286
ys.flops = 37
ys_types = 63
synthMuxAreaShare = 0.0241
synth_adder_area_share = 0.0145
ys_top_cells_by_area = dfrtp_1 (24%), edfxtp_1 (13%), xnor2_1 (7.8%), nor2_1 (5.2%), xor2_1 (4.1%)
synth.yosys.chip_area_sq_um = 2590
logic_family = simple AND/OR/NAND/NOR gates
largest_area_cell = dfrtp_1
avgSynthCellArea_sq_um = 9.06
flop_cell = dfrtp_1
ys_seq_frac = 0.379
netlist_instances = 286
xor_area_frac = 0.118
synthArstFlopShare = 0.703
synth_area_sq_um = 2590
top_cell_area_share = 0.241
simple_gate_share = 0.296
ys_warn_count = 1
synth-edff-count = 11
synthAoiAreaFrac = 0.130

[clock_tree]
clk_latency_ps = 290
cts_resized = 0
clk_path_buf_depth = 2
post_cts_buffers = 0
cts_buffers = 5
hold_buffers = 0
cts_root_buf = clkbuf_8
cts.sinks = 37
path_clk_slew_ps = 80
cts_tree = yes
cts.htree.levels = 2

[die]
die_w_microns = 74.0
die_h_microns = 74.0
dieArea_sq_um = 5470
rows = 25
fp-utilization = 0.534
core_area_sq_um = 4850
ios = 43

[routing]
wl_mm = 5.58
dr_wl_met2_mm = 2.64
dr.pass1.iters = 4
top_layer_used = met4
antenna_cells_inserted = 0
vias_per_cell = 5.58
ant_nets = 0
wire_per_inst_microns = 14.4
num_vias = 2172
drtIter0Drc = 89
route.met3.wl_microns = 234
drc_errors = 0
wl_met1_mm = 2.66

[critical_path]
required_ps = 5410
critPathCapture = state[4]$_DFFE_PN0P_
critPathSlowestCell = or4_1
crit_fanout = 9
rr_startpoint = state[5]$_DFFE_PN0P_
reg2reg_depth = 6
r2r_slack_ps = 2350
worst-path-buf-inv = 1
crit_start = frm_len[3]
cp.arrival_ps = 3860
cp_top_family = simple AND/OR/NAND/NOR gates
cp-end-kind = flop
cp-start-kind = input port
path_cells = clkdlybuf4s50_1 -> or4_1 -> or4_1 -> xnor2_1 -> a311o_1 -> or4_1 -> a211oi_2
crit_path_frequent_cell = or4_1
slowest_delay_ps = 590
path_depth = 7
regToRegEndpoint = pointer[12]$_DFFE_PN0P_
crit_type = input port to flop

[timing]
period_used_share = 0.702
max_freq_ghz = 0.274
timing_hold_violations_final = 0
fin_crit_ps = 3650
rsz0062_at_grt = false
slew_viol_final = 0
finalSetupViolations = 0
finalSetupTns_ps = 0
worst_pin_slew_ps = 937
fin_skew_ps = 3.59
slew_headroom = 0.371

[flow_run]
maxCapViolations = 0
tool_warnings = 29

[cells_and_area]
layout_top_cells = clkdlybuf4s50_1 (40), nor2_1 (36), dfrtp_1 (25)
layout_top_cell = clkdlybuf4s50_1
fillers = 412
logic_area_sq_um = 1510
layout.cells.non_filler = 389
drive_above_1_share = 0.0652
syn_to_final_growth_pct = 22.0
seq_area_sq_um = 982

[place]
dp_hpwl_mm = 4.11
port_buffers = 40
post-place-cells = 381
gp_congestion = 0.936

[worst_hold_path]
hp-class = flop to flop
hold_start = finish_flag$_DFFE_PN0P_

[grt]
grt_max_degree = 31
grt_pass1_vias = 1905
grt_use_total = 0.222
grt_pass1_wl_mm = 8.99
grt-ovfl-total = 0
antenna_found_initial = 0

[power]
powerDensity_nw_per_um2 = 295
ir_drop_mv = 0.152
power_leakage_nw = 1.20

report_power, final:
group          switching [W]  internal, W  leakage (nW)
registers          0.0000402     0.000338         0.451
logic               0.000125     0.000134         0.677
clock network       0.000106     0.000191        0.0681
total               0.000271     0.000662          1.20
worst register-to-register path, cell delays in order, from the launching register on:
cell,delay (ps)
dfrtp_1,470
nor3_1,660
o211ai_1,360
o21ai_1,610
nor4bb_1,430
xnor2_1,160
nor2_1,50
worst min path at each step:
stage	endpoint	slack (ps)	cells after the start
CTS	finish_flag$_DFFE_PN0P_	510	1
global route	finish_flag$_DFFE_PN0P_	530	1
finish	finish_flag$_DFFE_PN0P_	500	1
sequential cells by signal, indices dropped and copies added (netlist names):
| signal | count |
|---|---|
| state | 7 |
| valid_flag | 1 |
| nextByte | 1 |
| pointer | 16 |
| first_iter | 1 |
| tx_data_o | 8 |
| nextLen | 1 |
| last_byte | 1 |
| finish_flag | 1 |
kinds of logic (layout without fill, tap and decap cells):
kind of cell	count (synthesis)	after routing
fa+ha+maj	3	3
compound gates	45	45
flops	37	37
buf+inv	24	60
xor+xnor	35	35
mux	6	6
simple gates	136	136
cell usage after synthesis, types with 2 or more instances:
| cell type | count |
|---|---|
| xor2_1 | 12 |
| a21boi_0 | 2 |
| a211oi_1 | 2 |
| nand4_1 | 6 |
| inv_1 | 10 |
| o211ai_1 | 2 |
| and3_1 | 3 |
| dfrtp_1 | 25 |
| a41oi_1 | 2 |
| nand2b_1 | 3 |
| nand4b_1 | 2 |
| edfxtp_1 | 11 |
| buf_2 | 2 |
| o31ai_1 | 2 |
| and4_1 | 2 |
| a311oi_1 | 2 |
| mux2i_1 | 4 |
| o311a_1 | 2 |
| a22oi_1 | 2 |
| nor3b_1 | 6 |
| a31oi_1 | 2 |
| nand3_1 | 12 |
| clkbuf_1 | 11 |
| ha_1 | 3 |
| a21oi_1 | 2 |
| nor2_1 | 36 |
| nor3_1 | 11 |
| nand3b_1 | 2 |
| nor2b_1 | 11 |
| and2_1 | 9 |
| or4_1 | 5 |
| o21ai_0 | 10 |
| o21a_1 | 2 |
| nand2_1 | 16 |
| xnor2_1 | 23 |
| mux2_2 | 2 |
per-stage QoR:
stage | worst slack (ps) | hold WS, ps | util | cell area [sq um] | power, W
2_1_floorplan | 1970 | 448 | - | 2590 | 0.000559
6_report | 1550 | 504 | 0.652 | 3160 | 0.000934
4_1_cts | 1540 | 505 | 0.652 | 3160 | 0.000941
5_1_grt | 1440 | 531 | 0.652 | 3160 | 0.000985
3_5_place_dp | 1250 | 484 | 0.625 | 3030 | 0.000641
3_3_place_gp | 1250 | 480 | 0.625 | 3030 | 0.000638
final cells by class:
cell class                      count  share of cell area
Timing Repair Buffer               42               0.131
Inverter                           10              0.0119
Multi-Input combinational cell    225               0.477
Clock inverter                      3              0.0206
Tap cell                           67              0.0265
Clock buffer                        5              0.0218
Sequential cell                    37               0.311
metal layers:
metal,vias up,global-route usage
li1,1098,-
met1,1024,0.342
met2,46,0.358
met3,4,0.0357
met4,0,0.0192
met5,-,0
No activity file was given, so power comes from the tool's default toggle rates.

### flow/run.sh
#!/bin/bash
# OpenROAD 26Q1-2900-gdf79404cd8, Yosys 0.63+post, stock flow scripts
make -C /OpenROAD-flow-scripts/flow DESIGN_CONFIG=/design/flow/config.mk WORK_HOME=/design/flow/orfs finish
### flow/config.mk
export PLATFORM = sky130hd
export DESIGN_NAME = phy_conf
export DESIGN_NICKNAME = phy_conf
export VERILOG_FILES = /design/flow/design.v
export SDC_FILE = /design/flow/constraint.sdc
export NUM_CORES = 4
export LEC_CHECK = 1
export CORE_AREA = 10 10 92 92
export DIE_AREA = 0 0 102 102
### flow/constraint.sdc
current_design phy_conf

set clk_period 2.4
set clk_io_pct 0.2

create_clock -name clk0 -period $clk_period [get_ports {clk}]

set non_clock_inputs [all_inputs -no_clocks]
set_input_delay [expr $clk_period * $clk_io_pct] -clock clk0 $non_clock_inputs
set_output_delay [expr $clk_period * $clk_io_pct] -clock clk0 [all_outputs]
### flow/design.v
parameter MIIM_CLK_DIVIDER = 20;
module phy_conf #(parameter phyad = 5'b00000) (
    rstn, clk, busy, miim_phyad, miim_regad, miim_wrdata, miim_wren, miim_rden         
    );
    input           rstn;
    input           clk;    
    input           busy;
    output  reg [4:0]  miim_phyad;     
    output  reg [4:0]  miim_regad;        
    output  reg [15:0]  miim_wrdata;       
    output  reg miim_wren;         
    output  reg miim_rden;
    logic [7:0] start_cnt;
    logic start_flag;
    logic finish_flag;
    typedef enum logic [2:0] {
        s_idle = 3'd0,
        s_prep = 3'd1,
        s_readReg = 3'd2,
        s_writeConf = 3'd3,
        s_wait = 3'd4
} conf_state;
    conf_state state = s_idle;
    logic rw_reg;
    reg [4:0] phy_address_reg;
    reg [4:0] reg_address_reg;
    reg [15:0] wrdata_reg;
    reg [7:0] op_cnt;
    always_ff @(posedge clk or negedge rstn) begin
        if (!rstn) begin
            rw_reg <= 1'b0;
            phy_address_reg <= 5'b0;
            reg_address_reg <= 5'b0;
            wrdata_reg <= 16'b0;
        end
        else begin
            if (state == s_idle && start_flag & !finish_flag) begin
                if (op_cnt == 8'd0) begin   
                    rw_reg <= 1'b1;
                    phy_address_reg <= phyad;
                    reg_address_reg <= 5'h0;
                    wrdata_reg <= 16'h0100;
                end
                else if (op_cnt == 8'd1) begin   
                    rw_reg <= 1'b0;
                    phy_address_reg <= phyad;
                    reg_address_reg <= 5'h2;
                    wrdata_reg <= 16'h0;
                end
                else if (op_cnt == 8'd2) begin  
                    rw_reg <= 1'b0;
                    phy_address_reg <= phyad;
                    reg_address_reg <= 5'h0;
                end          
           end
        end
    end
    always_ff @(posedge clk or negedge rstn) begin   
        if (!rstn) begin
            start_cnt <= 8'd0;
            start_flag <= 1'd0;
        end
        else begin
            if (start_cnt < 8'hff) begin  
                start_cnt <= start_cnt + 1'b1;
            end
            if (start_cnt == 8'hff) begin
                start_flag <= 1'b1;
            end
            else begin
                start_flag <= 1'b0;
            end
        end
    end
    always_ff @(posedge clk or negedge rstn) begin   
        if (!rstn) begin
            finish_flag <= 1'b0;
        end
        else begin
            if ((state == s_wait) & (op_cnt == 3)) begin
                finish_flag <= 1'b1;
            end
        end
    end
    always_ff @(posedge clk or negedge rstn) begin
        if (!rstn) begin
            state <= s_idle;
            miim_wren <= 1'b0;
            miim_rden <= 1'b0;
            miim_phyad <= 5'b0;
            miim_regad <= 5'b0;
            miim_wrdata <= 16'b0;
        end
        else begin
            miim_wren <= 1'b0;
            miim_rden <= 1'b0;
            case(state)
            s_idle:begin
                if (start_flag & !finish_flag) begin
                    state <= s_prep;
                end
                miim_phyad <= 5'b0;
                miim_regad <= 5'b0;
                miim_wrdata <= 16'b0;
            end
            s_prep:         
                if (rw_reg) begin
                    state <= s_writeConf;
                end
                else begin
                    state <= s_readReg;
                end
            s_writeConf:begin
                miim_wren <= 1'b1;
                miim_phyad <= phy_address_reg;
                miim_regad <= reg_address_reg;
                miim_wrdata <= wrdata_reg;
                state <= s_wait;
            end
            s_readReg:begin
                miim_rden <= 1'b1;
                miim_phyad <= phy_address_reg;
                miim_regad <= reg_address_reg;
                miim_wrdata <= wrdata_reg;
                state <= s_wait;
            end
            s_wait:begin                                           
                if (!busy & (!miim_wren & !miim_rden)) begin
                    state <= s_idle;
                end
            end
            default:
                state <= s_idle;
            endcase
        end
    end
    always_ff @(posedge clk or negedge rstn) begin   
        if (!rstn) begin
            op_cnt <= 8'd0;
        end
        else begin
            if (miim_wren | miim_rden) begin
                op_cnt <= op_cnt + 1'b1;
            end
        end
    end
endmodule
==> results.cfg <==
; flow metrics
[pwr]
total_leakage_power_nw = 0.784
vdd_drop_max_mv = 0.287
powerDensity_nw_per_um2 = 513

[floorplan]
die_y_um = 102
die_w_um = 102
fp_util = 0.236
core_area_um2 = 6460
row_count = 29
die-area_um2 = 10400
pin_count = 31

[place]
place_area_um2 = 1590
place.gp.congestion = 0.824
hpwl_um = 1960
numPlacedInstances = 229
port_buffers = 6

[finish]
finalNonFillerCells = 233
fill_cells = 687
synthToLayoutAreaGrowth_pct = 8.96
final_core_util = 0.257
regArea_um2 = 701
top_regs = op_cnt: 8 flops, start_cnt: 8 flops, state: 3 flops
combGateArea_um2 = 692
final_area_um2 = 1660
drive_above_1_share = 0.0962

[logic_synthesis]
ys_types = 39
syn_area_per_cell_um2 = 10.4
top_cell_area_share = 0.461
ys_ff = 28
synth.area.top_cells = dfrtp_1, buf_4, ha_1
yosys_area_um2 = 1520
synth_area_um2 = 1520
syn_inst = 147
yosys.area.top_type = dfrtp_1
seq_area_frac_synth = 0.461
synth_warnings = 1
yosys-stat-cells = 147

[setup_path]
critical-path-top-delay-family = buffers and inverters
crit_path_top_delay_cell = clkdlybuf4s50_1
worstPathRequired_ps = 1920
criticalPathCategory = reg -> out
crit_chain = clkdlybuf4s50_1
reg2reg_to = wrdata_reg[8]
cp.arrival_ps = 1250
reg2reg_slack_ps = 840
critical_path_buf_inv_count = 1
max_stage_delay_ps = 510
worstReg2RegStart = op_cnt[1]
path_max_fanout = 6
end_kind = output pin
startpoint_type = flip-flop
worstRegToRegCells = 5

[global_routing]
met3_usage = 0.00682
grt_pass1_vias = 993
antenna_found_initial = 0
grt_max_degree = 29
busiest_layer = met2
use_met1 = 0.0758
grt_overflow = 0
use_met2 = 0.0780
grt_first_pass_wirelength_um = 4460
grt_usage = 0.0507

[sta]
rsz0062_at_grt = no
clock.fmax_ghz = 0.579
slew_violations = 0
timing.final.crit_share = 0.720
setup_violations = 0
finalSetupTns_ps = 0
fin_worst_skew_ps = 5.86
timing_hold_violations_final = 0
fin_crit_ps = 1730

[route]
drt-total-wl_um = 2600
avgViaCountPerCell = 4.17
drc_errors = 0
drt_iter0_markers = 61
num_vias = 972
ant_nets = 0
routedWlPerCell_um = 11.2
drtPass1Iterations = 4
diodes = 0

[min_path]
hold-path-endpoint = start_cnt[6]
hp-class = reg -> reg
whs_path_depth = 1
hold_start = start_cnt[6]

[clocking]
cts_tree = built
cts_resized = 0
clk_path_buf_depth = 2
cts_buffers = 3
post-cts-setup-buffer-count = 0
clk_latency_ps = 270
clk_pin_slew_ps = 90
ctsRootBufferMaster = clkbuf_8
cts_hold_buf = 0
htreeDepth = 1
clock_sinks = 28

[job]
cap_violations = 0
openroad.warnings = 28

[status]
outcome = completed
## power breakdown
| group | switching, W | leakage [nW] | internal, W |
|---|---|---|---|
| Combinational | 0.0000111 | 0.367 | 0.00000388 |
| Clock | 0.000142 | 0.0357 | 0.000223 |
| Sequential | 0.000000000000000000368 | 0.382 | 0.000471 |
| Total | 0.000153 | 0.784 | 0.000698 |
## metrics by stage
| step | hold slack (ps) | total power [W] | setup WS [ps] |
|---|---|---|---|
| floorplan | 184 | 0.000509 | 985 |
| global placement | 476 | 0.000499 | 862 |
| CTS | 503 | 0.000870 | 653 |
| global route | 531 | 0.000887 | 620 |
| finish | 503 | 0.000851 | 673 |
| detailed placement | 488 | 0.000498 | 847 |
## cells by family (layout without fill, tap and decap cells)
| group | count (synthesis) | in the layout | share of synthesized area |
|---|---|---|---|
| and+or+nand+nor | 47 | 47 | 0.174 |
| buffers and inverters | 33 | 19 | 0.141 |
| DFF | 28 | 28 | 0.461 |
| AOI/OAI and AO/OA | 22 | 22 | 0.113 |
| xor gates and xnor gates | 8 | 8 | 0.0461 |
| adders and majority gates | 5 | 5 | 0.0411 |
| muxes | 3 | 3 | 0.0222 |
| other | 1 | 24 | 0.00246 |
## metal layers
layer	up-vias	routed length, µm
met3	4	67
met5	-	0
li1	486	-
met2	20	1180
met1	462	1310
met4	0	45
## cell usage in the layout (no fill, tap or decap), types with 3 or more instances in the layout
cell type	netlist	routed
dfrtp_1	28	28
conb_1	1	24
nor2_1	12	12
inv_1	8	8
nand2_1	8	8
a21oi_1	6	6
xnor2_1	6	6
clkdlybuf4s50_1	0	6
ha_1	5	5
nand4_1	4	4
nand3_1	3	3
mux2_2	3	3
nor3b_1	3	3
clkbuf_8	0	3
## synth_stat cells, drive strengths merged
cell and count:
or4 1, mux2 3, or3b 2, xor2 2, o311ai 2, a22o 2
and4 2, nand3 3, and3 2, xnor2 6, nor4b 1, o21ai 2
conb 1, or2 2, nor3b 3, ha 5, nand2b 1, a41o 1
dfrtp 28, a211oi 1, a21o 1, nand2 8, nor2 12, inv 8
nor4 2, o21bai 1, nand4 4, clkbuf 1, buf 24, a21oi 6
a21boi 1, o2111ai 2, nor3 2, nand4b 1, o41ai 2, and2 1
a31oi 1
## cell type report
type | instances | share of cell area
well taps | 77 | 0.0581
multi-input cells | 109 | 0.417
repair buffers | 7 | 0.0408
inverters | 8 | 0.0181
flip-flops and latches | 28 | 0.423
clock inverters | 1 | 0.0181
clock buffers | 3 | 0.0249
## worst max-delay path by stage
stage     startpoint   endpoint  slack (ps)  cells after the start
4_1_cts    miim_wren  miim_wren         650                      1
5_1_grt    miim_wren  miim_wren         620                      1
6_report   miim_wren  miim_wren         670                      1
Power figures rest on the tool's default switching activity, not on a simulated workload.

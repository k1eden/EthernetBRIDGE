### flow/constraint.sdc
current_design fifo_buff

set clk_period 7.1
set clk_io_pct 0.2

create_clock -name clk0 -period $clk_period [get_ports {clk}]

set non_clock_inputs [all_inputs -no_clocks]
set_input_delay [expr $clk_period * $clk_io_pct] -clock clk0 $non_clock_inputs
set_output_delay [expr $clk_period * $clk_io_pct] -clock clk0 [all_outputs]
### flow/config.mk
export PLATFORM = sky130hd
export DESIGN_NAME = fifo_buff
export DESIGN_NICKNAME = fifo_buff
export VERILOG_FILES = /design/flow/design.v
export SDC_FILE = /design/flow/constraint.sdc
export NUM_CORES = 4
export LEC_CHECK = 1
export CORE_UTILIZATION = 50
### flow/design.v
parameter MIIM_CLK_DIVIDER = 20;
module fifo_buff #(parameter ADDR_WIDTH = 8, parameter DEPTH = 256)(
input rx_mac_last,
input clk,
input rst_n,
input write,
input read,
input [ADDR_WIDTH - 1:0] data_in,
output reg [ADDR_WIDTH - 1:0] data_out,
output reg empty,
output reg full,
output reg almost_full,
output reg tx_valid_flag
);
reg [ADDR_WIDTH - 1:0] ram [0:DEPTH-1];
reg [ADDR_WIDTH-1:0] wr_ptr = 0;
reg [ADDR_WIDTH-1:0] rd_ptr = 0;
reg [ADDR_WIDTH-1:0] count = 0;
reg [10:0] frame_len_reg = 11'd0;
initial begin 
    data_out = 8'h0;
    full = 1'b0;
    empty = 1'b1;
end
always @(posedge clk, negedge rst_n)
begin
if (!rst_n) begin
    wr_ptr <= 0;
    rd_ptr <= 0;
end
else 
    begin
        if (write && !full)
        begin
            ram[wr_ptr] <= data_in;
            wr_ptr <= wr_ptr + 1;
            count <= count + 1;
            frame_len_reg <= frame_len_reg + 1'd1;
        end
        if (read && !empty) begin
            data_out <= ram[rd_ptr];
            rd_ptr <= rd_ptr + 1;
            count <= count - 1;
        end
        if (rx_mac_last) begin 
            frame_len_reg <= 1'b0;
        end 
        if (frame_len_reg != 1'b0 || rd_ptr != wr_ptr)
            tx_valid_flag <= 1'b1; else tx_valid_flag <= 1'b0; 
    end
end
always @(count)
begin
    if (count == 0)
        empty <= 1;
    else
        empty <= 0;
    if (count == DEPTH)
        full <= 1;
    else
        full <= 0;
    if (count == DEPTH - 1'h1)
        almost_full <= 1;
    else
        almost_full <= 0;
end
endmodule
### flow/run.sh
#!/bin/bash
# OpenROAD 26Q1-2900-gdf79404cd8, Yosys 0.63+post, stock flow scripts
make -C /OpenROAD-flow-scripts/flow DESIGN_CONFIG=/design/flow/config.mk WORK_HOME=/design/flow/orfs finish
==> deck_impl_summary.md <==
Implementation Results

Outcome
  • Status: complete, but fails checks
  • Failing checks: max-capacitance violations, max-slew violations

Synthesis
  • Post-synth top area cell: edfxtp_1
  • Ys flop type: edfxtp_1
  • Total cells reported by yosys after synthesis: between 4000 and 5000
  • Post-synthesis async set-or-reset flop share: 0.765%
  • Number of enable flip-flop cells: 2076
  • Synth Cell Area: 80600 um2
  • Ys flops: 2092
  • Chip area in the Yosys report: 80600 um2
  • Mapped Avg Cell Area: 16.3 um2
  • Top cells by area: edfxtp_1, a22oi_1, nor2_1, a32oi_1, a22o_1
  • Area leader share: 77.4%
  • Synth cell types: between 80 and 90
  • Synth Warn #: 2
  • Post-Syn Instances: 4930
  • Seq share, synth: 77.9%

Layout
  • Area Overhead vs Synth: 16.8%
  • Max reg flops: 2048
  • Commonest Layout Cell: edfxtp_1
  • Layout cells sized above 1: 18.2%
  • Most numerous logic cells after layout: edfxtp_1, buf_4, a22oi_1

Power
  • Leak Pwr: 29.4 nW
  • Internal Pwr Total: between 20 and 25 mW
  • Max VDD drop: 331 uV
  • Clock share of power: about a third
  • Reg power frac: between 40% and 50%
  • Psw: 11.5 mW
  • Power density over the cells: 352 nW/um2
  • Total power: roughly 33 mW
  • Sw Share: between 30 and 40%
  • Comb pwr share: a little under a quarter

Clocking
  • CTS hold repair buffers: 0
  • TritonCTS clock tree: built
  • Setup bufs post-CTS: 0
  • Clk slew on worst S/H paths: roughly 0.06 ns
  • Clk latency late pin: 0.92 ns
  • Clk sinks: 2092
  • Clock Tree Buf Depth: 3
  • Cts bufs inserted: between 200 and 250
  • H-tree depth: 4
  • CTS resizes: 0
  • CTS root buffer: clkbuf_16

Timing
  • Unrepaired setup endpoints after global routing: no
  • Final setup vio count: 0
  • Slew Limit Headroom: -33.2%
  • Setup TNS: 0 ns
  • Tmin final: 6.98 ns
  • Max-slew violation count: 77
  • Peak Freq: 143 MHz
  • Final Skew: 0.0555 ns
  • Worst-margin pin slew: roughly 2 ns
  • Final period utilization: between 90% and 100%
  • Fin. Hold Viols: 0

Place
  • IO buf count: 23
  • GP Congestion: 1.33
  • Post-DP HPWL: approximately 350 mm

Route
  • Final WL: 525 mm
  • DRC errors left: 0
  • Drt pass-1 iters: 13
  • Via count: 69142
  • Routed len/inst: 66.7 um
  • Routed vias/inst: 8.79
  • Post-DRT Antenna Nets: 0
  • Drt first-iter violations: 11828

Worst setup path
  • CP arrival: 7.60 ns
  • Most used cell, CP: buf_4
  • CP peak stage delay: 1.28 ns
  • Buf+Inv Stages, Crit Path: 3
  • Cell Chain, Critical Path: buf_4 -> nand4bb_2 -> buf_4 -> nor2_1 -> a2111oi_0 -> nand3_1 -> nor4_1 -> buf_4 -> nand4_1 -> nor4_1 -> mux2i_1
  • R2R Setup Slk: 0.12 ns
  • Type of origin of the critical path: flop
  • Delay-heaviest family, CP: simple AND/OR/NAND/NOR gates
  • Setup Crit Path Kind: reg2reg
  • Crit-path slowest cell: a2111oi_0
  • Worst setup EP type: flop
  • Crit path max fanout: 42
  • Critical Path RT: 7.72 ns
  • WP depth: 11
  • R2R depth: 11

Global routing
  • Vias in the first global route: 67085
  • GRT Util Overall: approximately 72%
  • Global route total overflow: 0
  • Largest net degree at the start of global routing: around 110
  • Antenna violations before repair: 96
  • First-pass GRT wire length: 671 mm

Min path
  • WHS Path Cells: 1
  • Tightest Hold Check Type: reg2reg

Floorplan
  • Vertical die size: a little over 400 um
  • Core area: around 160000 um2
  • Die Wd: 403 um
  • Rows: about 150
  • I/O pins: 25
  • Chip area: 163000 um2
  • Initial Util: 50.6%

Job
  • Tool warning count: 45
  • Maxcap violations: 17
## cells by family (layout without fill, tap and decap cells)
group,Yosys count,count (layout),synth area share [%]
AND-OR/OR-AND,1284,1284,12.1
other,1,146,0.00465
multiplexers,34,34,0.439
flip-flops,2092,2092,77.9
XOR/XNOR,35,35,0.380
adder cells (fa/ha/maj),17,17,0.273
AND/OR/NAND/NOR,1104,1104,6.98
buffers and inverters,363,1006,1.97
## worst paths after layout
kind / start / end
worst max-delay path: rd_ptr[7] / data_out[0]
min in group asynchronous: rst_n / rd_ptr[0]
max in group asynchronous: rst_n / wr_ptr[1]
worst max register to register: rd_ptr[7] / data_out[0]
worst min register to register: wr_ptr[0] / wr_ptr[0]
worst min-delay path: wr_ptr[0] / wr_ptr[0]
## area by class of cell
type,count,area (um2)
fillers,11567,65000
clock buffers,240,5350
flip-flops and latches,2092,62800
inverters,19,71.3
multi-input cells,2475,16600
well taps,2146,2690
repair buffers,608,4880
diodes,145,363
clock inverters,139,1450
## power by group through the flow
stage,Sequential (mW),Combinational (mW),Clock [mW]
CTS,14.1,6.75,11.1
global route,14.1,7.17,11.6
finish,14.1,7.83,11.2
## metal layers
layer	wire length, um	track usage (%)	up-vias
met5	10200	61.8	-
met4	68900	62.6	262
met3	122000	71.8	3944
met2	187000	78.9	10523
met1	137000	72.0	32802
li1	-	-	21611
## stage by stage
step	util [%]	hold WS [ns]	setup WS (ns)	area, um2	std cells
after floorplan	-	0.523	3.70	80600	4930
after global placement	54.5	0.578	1.13	86800	7329
after detailed placement	54.6	0.597	1.04	86900	7336
after CTS	58.9	0.614	1.07	93700	7715
after global routing	59.1	0.673	0.259	94000	7802
final	59.2	0.634	0.125	94100	7864
## Yosys cell counts (7+ instances only)
| master | number |
|---|---|
| o211ai_1 | 19 |
| nand4_1 | 106 |
| buf_6 | 14 |
| buf_2 | 58 |
| a221oi_1 | 61 |
| and3b_1 | 10 |
| dfrtp_1 | 16 |
| a32o_1 | 16 |
| nor2b_1 | 18 |
| buf_4 | 13 |
| a31oi_1 | 16 |
| ha_1 | 16 |
| a2111oi_0 | 16 |
| clkbuf_1 | 207 |
| and2_1 | 13 |
| a22oi_1 | 498 |
| nand2b_1 | 7 |
| buf_1 | 52 |
| or3_1 | 9 |
| xnor2_1 | 23 |
| mux2i_1 | 23 |
| o22ai_1 | 145 |
| nor3_1 | 42 |
| and3_1 | 43 |
| a222oi_1 | 50 |
| a21oi_1 | 102 |
| inv_1 | 18 |
| a32oi_1 | 158 |
| o21ai_0 | 41 |
| a22o_1 | 108 |
| nor4_1 | 69 |
| nand2_1 | 101 |
| nor4b_1 | 10 |
| nand3_1 | 156 |
| edfxtp_1 | 2076 |
| or4_1 | 27 |
| o2111ai_1 | 10 |
| mux2_2 | 11 |
| xor2_1 | 12 |
| nor2_1 | 435 |
Power is estimated from default activity; no workload was simulated.
